--- design/flow/run.sh ---
#!/bin/bash
# OpenROAD 26Q1-2900-gdf79404cd8, Yosys 0.63+post, stock flow scripts
make -C /OpenROAD-flow-scripts/flow DESIGN_CONFIG=/design/flow/config.mk WORK_HOME=/design/flow/orfs finish
--- design/flow/config.mk ---
export PLATFORM = sky130hd
export DESIGN_NAME = desgin_1
export DESIGN_NICKNAME = desgin_1
export VERILOG_FILES = /design/flow/design.v
export SDC_FILE = /design/flow/constraint.sdc
export NUM_CORES = 4
export LEC_CHECK = 1
export CORE_UTILIZATION = 30
--- design/flow/constraint.sdc ---
current_design desgin_1

set clk_period 4.5
set clk_io_pct 0.2

create_clock -name clk0 -period $clk_period [get_ports {clk}]

set non_clock_inputs [all_inputs -no_clocks]
set_input_delay [expr $clk_period * $clk_io_pct] -clock clk0 $non_clock_inputs
set_output_delay [expr $clk_period * $clk_io_pct] -clock clk0 [all_outputs]
--- design/flow/design.v ---
`timescale 1ns/1ps
module desgin_1
( 
input wire clk, reset, 
input wire  mem, rw, 
input wire  [17:0] addr, 
input wire  [15:0] data_f2s, 
output reg ready, 
output wire [15:0] data_s2f_r , data_s2f_ur , 
output wire [17:0] ad, 
output wire we_n, oe_n, 
inout wire [15:0] dio_a,  
output wire ce_a_n, ub_a_n, lb_a_n 
);  
localparam [2:0] 
idle = 3'b000,
rdl = 3'b001,
rd2 = 3'b010, 
wr1 = 3'b011,
wr2 = 3'b100;
reg [2:0] state_reg , state_next ; 
reg [15: 0] data_f2s_reg, data_f2s_next ; 
reg [15: 0] data_s2f_reg, data_s2f_next ; 
reg [17 : 0] addr_reg , addr_next ; 
reg we_buf , oe_buf , tri_buf ; 
reg we_reg , oe_reg , tri_reg; 
always @(posedge clk , posedge reset)
  if (reset) 
  begin 
    state_reg <= idle;
    addr_reg <= 0;
    data_f2s_reg <= 0; 
    data_s2f_reg <= 0;
    tri_reg <= 1'b1;
    we_reg <= 1'b1;
    oe_reg <= 1'b1; 
  end 
  else
  begin 
    state_reg <= state_next ; 
    addr_reg <= addr_next ; 
    data_f2s_reg <= data_f2s_next ; 
    data_s2f_reg <= data_s2f_next ; 
    tri_reg <= tri_buf;
    we_reg <= we_buf;
    oe_reg <= oe_buf; 
  end 
always @* 
  begin 
    addr_next = addr_reg ; 
    data_f2s_next = data_f2s_reg; 
    data_s2f_next = data_s2f_reg; 
    ready = 1'b0; 
    case (state_reg)
    idle : 
    begin
      if (~mem)
        state_next = idle; 
      else
      begin 
        addr_next = addr; 
        if (~rw)  
        begin 
        state_next = wr1;
        data_f2s_next = data_f2s ; 
        end 
        else  
          state_next = rdl; 
        end 
      ready = 1'b1; 
    end 
    wr1: 
      state_next = wr2; 
    wr2: 
      begin
      if (~mem)
        state_next = idle; 
      else
      begin 
        addr_next = addr; 
        if (~rw)  
        begin 
          state_next = wr1;
          data_f2s_next = data_f2s ; 
        end 
        else  
          state_next = rdl; 
        end 
        ready = 1'b1; 
      end 
    rdl: 
      state_next = rd2; 
    rd2: 
    begin 
      data_s2f_next = dio_a;
      if (~mem)
        state_next = idle; 
      else
      begin 
        addr_next = addr; 
        if (~rw)  
        begin 
          state_next = wr1;
          data_f2s_next = data_f2s ; 
        end 
        else  
          state_next = rdl; 
      end 
      ready = 1'b1; 
  end  
  default : 
    state_next = idle; 
  endcase 
end 
always @* 
  begin 
    tri_buf = 1'b1;  
    we_buf = 1'b1;
    oe_buf = 1'b1; 
  case (state_next)
  idle : 
    oe_buf = 1'b1; 
  wr1: 
    begin 
    tri_buf = 1'b0;
    we_buf = 1'b0; 
    end 
  wr2: 
    tri_buf = 1'b0; 
  rdl: 
    oe_buf = 1'b0; 
  rd2: 
    oe_buf = 1'b0; 
  endcase 
end 
assign data_s2f_r = data_s2f_reg; 
assign data_s2f_ur = dio_a;
assign we_n = we_reg; 
assign oe_n = oe_reg; 
assign ad = addr_reg;
assign ce_a_n = 1'b0; 
assign ub_a_n = 1'b0; 
assign lb_a_n = 1'b0; 
assign dio_a = (~tri_reg) ? data_f2s_reg : 16'bz; 
endmodule 
==> Slide: Implementation Results <==
Physical Implementation Snapshot

Run status
  • First Error: [error] [KeplerFormal.cpp:679] Workflow failed: Iso has multiple drivers: .dio_a0, dio_a[0]$_DFFE_PP0P_.Q0
  • Last flow stage reached: clock tree synthesis
  • Result of the run: aborted with a tool error

Clocking
  • Maximum root-to-sink buffer count: 2
  • Maximum level of the CTS H-tree: 3
  • Setup fix buffers added after clock tree synthesis: 0
  • CTS root buf: clkbuf_8
  • Inserted Clock Buffers: 9
  • Number of hold-repair buffers added at the cts stage: 0
  • Clk sink count: 57
  • Cell resize tally after clock tree synthesis: 0

Yosys
  • Share of synthesized area occupied by flip-flops and latches: 62.1%
  • Complex Gates by Area: less than 1%
  • Commonest cells post-synth: dfrtp_1, mux2_2, buf_4, mux2_4
  • Cell taking the most area after synthesis: dfrtp_1
  • Xor+xnor area frac: 0%
  • Post-synth EDFFs: 0
  • Summed standard-cell area reported by yosys: 2300 um2
  • Synthesized netlist cell count: roughly 140
  • Mux cell area share after synthesis: about 26%
  • Cell area after synthesis: 2300 um2
  • Ys async rst share: 100%
  • YS warnings: 2
  • Post-synthesis register bit count: around 57
  • Unique masters post-synth: 19
  • Basic Gates by Area: 1.68%
  • Dominant register cell: dfrtp_1
  • Area share of the largest cell type after synthesis: 58.7%
  • Number of cells in the yosys synthesis report: 144
  • Most numerous cell in the Yosys netlist: dfrtp_1
  • Synth logic family: multiplexers
  • Average footprint of a synthesized cell: 16.0 um2
  • Cells taking the most area after synthesis: dfrtp_1, mux2_2, buf_4
  • Fraction of the mapped netlist area in adder cells: 0%

Place
  • Final RePlAce weighted congestion: 0.711
  • Number of input and output port buffers inserted: roughly 90
  • Post-DP HPWL: 2.99 mm

Die
  • Vert. Die Dim: 89.6 um
  • Ports: between 100 and 150
  • Starting utilization of the core area: between 30% and 40%
  • Chip width: about 90 um
  • Row Count: 31
## stage by stage
step	area, um2	power, mW	hold slack (ps)	instances	setup slack (ps)
2_1_floorplan	2310	0.560	375	146	2210
3_3_place_gp	3170	0.602	396	313	2130
3_5_place_dp	3170	0.602	402	313	2080
## cells by family after synthesis
group,count (synthesis)
DFF,57
buffers and inverters,28
and+or+nand+nor,5
other,1
muxes,50
AOI/OAI and AO/OA,3
Power and IR drop assume default switching activity.
