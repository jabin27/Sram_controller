<file path="config.mk">
export PLATFORM = sky130hd
export DESIGN_NAME = dual_clk_design_2
export DESIGN_NICKNAME = dual_clk_design_2
export VERILOG_FILES = /design/flow/design.v
export SDC_FILE = /design/flow/constraint.sdc
export NUM_CORES = 4
export LEC_CHECK = 1
export CORE_UTILIZATION = 40
</file>
<file path="constraint.sdc">
current_design dual_clk_design_2

set clk_period 1.4
set clk_io_pct 0.2

create_clock -name clk0 -period $clk_period [get_ports {clk_r}]
create_clock -name clk1 -period $clk_period [get_ports {clk_w}]

set non_clock_inputs [all_inputs -no_clocks]
set_input_delay [expr $clk_period * $clk_io_pct] -clock clk0 $non_clock_inputs
set_output_delay [expr $clk_period * $clk_io_pct] -clock clk0 [all_outputs]
</file>
<file path="design.v">
`timescale 1ns/1ps
module dual_clk_design_2
( 
input wire clk_w,clk_r, reset, 
input wire mem, rw, 
input wire [17:0] addr, 
input wire [15:0] data_f2s, 
output reg ready, 
output wire [15:0] data_s2f_r , data_s2f_ur , 
output wire [17:0] ad, 
output wire we_n, oe_n, 
inout wire [15:0] dio_a,  
output wire ce_a_n, ub_a_n, lb_a_n 
); 
localparam [1:0] 
idle = 2'b00,
rd1 = 2'b01,
wr1 = 2'b10;  
reg [1:0] state_reg , state_next ; 
reg [15: 0] data_f2s_reg, data_f2s_next ; 
reg [15: 0] data_s2f_reg, data_s2f_next ; 
reg [17 : 0] addr_reg , addr_next ; 
reg we_buf , oe_buf , tri_buf ; 
reg we_reg , oe_reg , tri_reg; 
always @(posedge clk_w, posedge reset)
    if (reset) 
    begin 
      state_reg <= idle;
      addr_reg <= 0;
      data_f2s_reg <= 0; 
      tri_reg <= 1'b1;
      we_reg <= 1'b1;
    end 
    else
    begin 
      state_reg <= state_next ; 
      addr_reg <= addr_next ; 
      data_f2s_reg <= data_f2s_next ; 
      tri_reg <= tri_buf;
      we_reg <= we_buf;
    end 
always @(posedge clk_r, posedge reset)
if (reset) 
  begin 
  state_reg <= idle;
  data_s2f_reg <= 0;
  oe_reg <= 1'b1; 
  end 
  else
  begin 
  state_reg <= state_next ; 
  data_s2f_reg <= data_s2f_next ; 
  oe_reg <= oe_buf; 
  end 
always @* 
begin 
  addr_next = addr_reg ; 
  data_f2s_next = data_f2s_reg; 
  data_s2f_next = data_s2f_reg; 
  ready = 1'b0; 
  case (state_reg)
  idle : 
  begin
    if (~mem)
      state_next = idle; 
    else
    begin 
      addr_next = addr; 
    if (~rw)  
    begin 
      state_next = wr1;
      data_f2s_next = data_f2s ; 
    end 
    else  
      state_next = rd1; 
    end 
      ready = 1'b1; 
  end 
  wr1: 
     state_next = idle;   
  rd1: 
  begin 
     data_s2f_next = dio_a;
     state_next = idle; 
  end 
  default : 
    state_next = idle; 
  endcase 
end 
always @* 
begin 
  tri_buf = 1'b1;  
  we_buf = 1'b1;
  oe_buf = 1'b1; 
  case (state_next)
  idle : 
    oe_buf = 1'b1; 
  wr1: 
  begin 
  tri_buf = 1'b0;
  we_buf = 1'b0; 
  end  
  rd1: 
  begin
  oe_buf = 1'b0;
  end  
endcase 
end 
assign data_s2f_r = data_s2f_reg; 
assign data_s2f_ur = dio_a; 
assign we_n = we_reg; 
assign oe_n = oe_reg; 
assign ad = addr_reg; 
assign ce_a_n = 1'b0; 
assign ub_a_n = 1'b0; 
assign lb_a_n = 1'b0; 
assign dio_a = (~tri_reg) ? data_f2s_reg : 16'bz; 
endmodule 
</file>
<file path="run.sh">
#!/bin/bash
# OpenROAD 26Q1-2900-gdf79404cd8, Yosys 0.63+post, stock flow scripts
make -C /OpenROAD-flow-scripts/flow DESIGN_CONFIG=/design/flow/config.mk WORK_HOME=/design/flow/orfs finish
</file>
==> deck_impl_summary.md <==
Implementation Results

Place
  • Dpl hpwl: 3310 µm
  • Final GP Congestion: 0.777
  • PortBufs: 90
  • Placed cell count: 285
  • Area after detailed placement: 3100 µm²

Synthesis
  • Mean Syn Cell Area: 15.9 µm²
  • Chip Area, Yosys: 2170 µm²
  • # Cells Yosys: 137
  • Mapped Cells: 137
  • Synthesized cell area: 2170 µm²
  • Synth flops: 55
  • YS warnings: 4
  • Register area share after synthesis: 0.635
  • Unique cell types: 14

Run status
  • First error: [error] [KeplerFormal.cpp:679] Workflow failed: Iso has multiple drivers: .dio_a0, dio_a[0]$_DFFE_PP0P_.Q0
  • Last stage: 4_1_cts
  • Status: aborted with a tool error

Die
  • Fp_density: 0.420
  • Die extent in y: 75.7 µm
  • # IOs: 111
  • Chip width: 75.7 µm
  • FP Rows: 26

Clock network
  • Setup bufs post-CTS: 13
  • Clock sinks: 55
  • CTS Hold Bufs: 0
  • Post-CTS sizing: 14
## metrics by stage
step / setup WS, ps / util
2_1_floorplan: 158 / -
3_3_place_gp: -148 / 0.600
3_5_place_dp: -161 / 0.600
## Yosys cell counts (all sizes together)
cell type | count | area share
nand2 | 2 | 0.0046
inv | 3 | 0.0052
mux2 | 50 | 0.26
buf | 22 | 0.075
dfrtp | 52 | 0.60
nor2 | 1 | 0.0017
nand3b | 1 | 0.0092
conb | 1 | 0.0017
nand3 | 1 | 0.0023
clkbuf | 1 | 0.0063
dfstp | 3 | 0.036
## logic make-up after synthesis
family / count (synthesis) / share of synthesized area
flops: 55 / 0.635
buf+inv: 26 / 0.0869
other cells: 1 / 0.00172
mux: 50 / 0.259
simple gates: 5 / 0.0178
