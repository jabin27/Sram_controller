<file path="config.mk">
export PLATFORM = sky130hd
export DESIGN_NAME = design_3
export DESIGN_NICKNAME = design_3
export VERILOG_FILES = /design/flow/design.v
export SDC_FILE = /design/flow/constraint.sdc
export NUM_CORES = 4
export LEC_CHECK = 1
export CORE_UTILIZATION = 30
</file>
<file path="constraint.sdc">
current_design design_3

set clk_period 2.4
set clk_io_pct 0.2

create_clock -name clk0 -period $clk_period [get_ports {clk}]

set non_clock_inputs [all_inputs -no_clocks]
set_input_delay [expr $clk_period * $clk_io_pct] -clock clk0 $non_clock_inputs
set_output_delay [expr $clk_period * $clk_io_pct] -clock clk0 [all_outputs]
</file>
<file path="design.v">
`timescale 1ns/1ps
module design_3
( 
input wire clk, reset, 
input wire mem, rw, 
input wire [17:0] addr, 
input wire [15:0] data_f2s, 
output reg ready, 
output wire [15:0] data_s2f_r , data_s2f_ur , 
output wire [17:0] ad, 
output wire we_n, oe_n, 
inout wire [15:0] dio_a,  
output wire ce_a_n, ub_a_n, lb_a_n 
);
localparam [1:0] 
idle = 2'b00,
rd1 = 2'b01,
wr1 = 2'b10;  
reg [1:0] state_reg , state_next ; 
reg [15: 0] data_f2s_reg, data_f2s_next ; 
reg [15: 0] data_s2f_reg, data_s2f_next ; 
reg [17 : 0] addr_reg , addr_next ; 
reg we_temp_buf , oe_buf , tri_buf ; 
reg we_temp_reg , oe_reg , tri_reg;
always @(posedge clk , posedge reset)
  if (reset) 
  begin 
    state_reg <= idle;
    addr_reg <= 0;
    data_f2s_reg <= 0; 
    data_s2f_reg <= 0;
    tri_reg <= 1'b1;
    we_temp_reg <= 1'b1;
    oe_reg <= 1'b1; 
  end 
  else
  begin 
    state_reg <= state_next ; 
    addr_reg <= addr_next ; 
    data_f2s_reg <= data_f2s_next ; 
    data_s2f_reg <= data_s2f_next ; 
    tri_reg <= tri_buf;
    we_temp_reg <= we_temp_buf;
    oe_reg <= oe_buf; 
  end 
always @* 
begin 
  addr_next = addr_reg ; 
  data_f2s_next = data_f2s_reg; 
  data_s2f_next = data_s2f_reg; 
  ready = 1'b0; 
  case (state_reg)
  idle : 
  begin
    if (~mem)
        state_next = idle; 
    else
    begin 
    addr_next = addr; 
      if (~rw)  
      begin 
        state_next = wr1;
        data_f2s_next = data_f2s ; 
      end 
      else  
        state_next = rd1; 
    end 
    ready = 1'b1; 
  end 
  wr1: 
  begin
    if (~mem)
      state_next = idle; 
    else
    begin 
      addr_next = addr; 
    if (~rw)  
    begin 
      state_next = wr1;
      data_f2s_next = data_f2s ; 
    end 
    else  
      state_next = rd1; 
    end 
      ready = 1'b1; 
  end 
  rd1: 
  begin 
    data_s2f_next = dio_a;
    if (~mem)
      state_next = idle; 
    else
    begin 
      addr_next = addr; 
      if (~rw)  
      begin 
       state_next = wr1;
       data_f2s_next = data_f2s ; 
      end 
      else  
        state_next = rd1; 
    end 
    ready = 1'b1; 
   end   
   default : 
      state_next = idle; 
endcase 
end 
always @* 
begin 
  tri_buf = 1'b1;  
  we_temp_buf = 1'b1;
  oe_buf = 1'b1; 
  case (state_next)
  idle : 
    oe_buf = 1'b1; 
  wr1: 
  begin 
    tri_buf = 1'b0;
    we_temp_buf = 1'b0; 
  end  
  rd1: 
    oe_buf = 1'b0;  
  endcase 
end 
assign data_s2f_r = data_s2f_reg; 
assign data_s2f_ur = dio_a; 
assign we_n = we_temp_reg | ~clk; 
assign oe_n = oe_reg; 
assign ad = addr_reg; 
assign ce_a_n = 1'b0; 
assign ub_a_n = 1'b0; 
assign lb_a_n = 1'b0; 
assign dio_a = (~tri_reg) ? data_f2s_reg : 16'bz; 
endmodule 
</file>
<file path="run.sh">
#!/bin/bash
# OpenROAD 26Q1-2900-gdf79404cd8, Yosys 0.63+post, stock flow scripts
make -C /OpenROAD-flow-scripts/flow DESIGN_CONFIG=/design/flow/config.mk WORK_HOME=/design/flow/orfs finish
</file>
==> flow_summary.ini <==
; generated from flow reports
[die]
io_pins = 110
row_count = 31
fp.dieH_um = 88.4
fp_util_pct = 31.0
dieWidth_um = 88.4

[clock_tree]
holdBufCountCts = 0
cts_resized = 1
post_cts_buffers = 0

[placement]
placed_area_sq_um = 3100
portBuffers = 90
dp.cells = 309
hpwl_um = 2800
place_congestion = 0.695

[synthesis]
yosysUniqueCellTypes = 15
area_leaders = dfrtp_1 58%, mux2_2 20%, buf_4 6.7%
synthCells = 140
synthAoiAreaFrac_pct = 0
ys_warn_count = 2
yosysSeqAreaShare_pct = 61.7
synthAdderAreaFrac_pct = 0
ys_area_sq_um = 2240
numSynthFlops = 55
ys_sh_xor_pct = 0
synth.comb.largest_family = multiplexers
syn_area_sq_um = 2240
synth_top_cell_by_area = dfrtp_1
synthMuxAreaShare_pct = 26.8
synth_stat.cells = 140
synth.avg_cell_area_sq_um = 16.0
netlist.area_leader.share_pct = 58.1
simple_gate_area_share_pct = 1.90

[status]
status = aborted with a tool error
failing_step = clock tree synthesis
error = [error] [KeplerFormal.cpp:679] Workflow failed: Iso has multiple drivers: .dio_a0, dio_a[0]$_DFFE_PP0P_.Q0
## cells in the mapped netlist
cell type / instances
buf_12: 1
nand2_2: 1
buf_4: 20
nand2b_1: 2
buf_6: 2
and2_4: 1
or3_4: 1
mux2_4: 10
inv_1: 4
dfstp_2: 3
dfrtp_1: 52
conb_1: 1
clkbuf_1: 1
mux2_2: 40
nand2_1: 1
## logic make-up after synthesis
kind of cell	count (synthesis)
buffers and inverters	28
DFF	55
muxes	50
other	1
and+or+nand+nor	6
## through the flow
stage	setup slack (ns)	power, mW	hold slack [ns]	util (%)
floorplan	0.582	1.26	0.454	-
global placement	0.238	1.54	0.486	43.0
detailed placement	0.238	1.53	0.492	43.0
Power and IR drop assume default switching activity.
